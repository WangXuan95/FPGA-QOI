===== design/flow/design.v =====
module qoi_compressor (
    input  wire        rstn,
    input  wire        clk,
    output wire        ctrl_ready,
    input  wire        ctrl_start,
    input  wire [15:0] ctrl_width,
    input  wire [15:0] ctrl_height,
    output wire        i_tready,
    input  wire        i_tvalid,
    input  wire        i_tlast,
    input  wire [ 7:0] i_R, i_G, i_B,
    input  wire        o_tready,
    output reg         o_tvalid,
    output reg         o_tlast,
    output reg  [ 3:0] o_tkeep,
    output reg  [31:0] o_tdata       
);
localparam [2:0] S_INIT  = 3'd0,
                 S_HDR   = 3'd1,
                 S_WAIT  = 3'd2,
                 S_WORK  = 3'd3,
                 S_FLUSH = 3'd4;
reg  [ 2:0] state = S_INIT;
reg  [ 6:0] cnt   = 7'd0;
reg  [ 8:0] pipe_shift = 9'h0;
reg  [15:0] width, xpos, ypos;
reg         width_e1, xpos_e1;
wire   pipe_ready =  ~o_tvalid | o_tready;
wire   pipe_flow  = ((state == S_WORK && i_tvalid) || state==S_FLUSH) & pipe_ready;
reg    pipe_flow_r1, pipe_flow_r2;
always @ (posedge clk) {pipe_flow_r1, pipe_flow_r2} <= {pipe_flow, pipe_flow_r1};
assign ctrl_ready =  (state == S_WAIT);
assign i_tready   =  (state == S_WORK) & pipe_ready;
always @ (posedge clk or negedge rstn)
    if (~rstn) begin
        state <= S_INIT;
        cnt   <= 7'd0;
        pipe_shift <= 9'h0;
    end else begin
        case (state)
            S_INIT :     
                if (cnt < 7'd72) begin
                    cnt <= cnt + 7'd1;
                end else begin
                    cnt <= 7'd0;
                    state <= S_WAIT;
                end
            S_WAIT :
                state  <= ctrl_start ? S_HDR : S_WAIT;
            S_HDR  :
                if (pipe_ready) begin
                    if (cnt < 7'd2) begin
                        cnt <= cnt + 7'd1;
                    end else begin
                        cnt <= 7'd0;
                        state <= S_WORK;
                    end
                end
            S_WORK :
                if (pipe_ready & i_tvalid) begin
                    state <= ((xpos==16'd1 && ypos==16'd1) || i_tlast) ? S_FLUSH : S_WORK;
                    pipe_shift <= {1'b1, pipe_shift[8:1]};
                end
            default   : begin
                state <= (pipe_shift == 9'h0) ? S_INIT : S_FLUSH;
                if (pipe_ready)
                    pipe_shift <= {1'b0, pipe_shift[8:1]};
            end
        endcase
    end
always @ (posedge clk)
    case (state)
        S_WAIT : begin
            width   <= (ctrl_width == 16'd0) ? 16'd1 : ctrl_width;
            xpos    <= (ctrl_width == 16'd0) ? 16'd1 : ctrl_width;
            width_e1<= (ctrl_width <= 16'd1);
            xpos_e1 <= (ctrl_width <= 16'd1);
            ypos    <= (ctrl_height== 16'd0) ? 16'd1 : ctrl_height;
        end
        S_WORK :
            if (pipe_ready & i_tvalid) begin
                if (xpos_e1) begin
                    xpos    <= width;
                    xpos_e1 <= width_e1;
                    ypos    <= ypos - 16'd1;
                end else begin
                    xpos    <= xpos - 16'd1;
                    xpos_e1 <=(xpos ==16'd2);
                end
            end
    endcase
wire    a_e, b_e, c_e, d_e, e_e, f_e, g_e, h_e, j_e;                  
assign {a_e, b_e, c_e, d_e, e_e, f_e, g_e, h_e, j_e} = pipe_shift;    
reg  [23:0] a_BGR, b_BGR, c_BGR, d_BGR, e_BGR, f_BGR;
reg         d_same_as_previous;
reg  [ 5:0] e_run   , f_run_m1;
reg         e_run_nz, f_run_nz;
reg  [ 7:0] d_dB, d_dG, d_dR;
reg  [ 7:0] e_xB, e_xG, e_xR;
reg         e_diff;
reg  [ 5:0] e_diff_d;
reg         f_diff;
reg  [ 5:0] f_diff_d;
reg         f_luma;
reg  [13:0] f_luma_d;
reg  [ 5:0] a_hash_5G, a_hash_7B, b_hash_5G7B, b_hash_3R;
reg  [ 5:0] c_hash=6'd0, d_hash, e_hash, f_hash;
reg  [24:0] HASH_TAB [63:0];     
reg  [24:0] rd1, rd2, rd4;
wire [24:0] rd3, rd5;
always @ (posedge clk)  HASH_TAB[c_hash] <= {c_e, c_BGR};  
always @ (posedge clk)  rd1 <= HASH_TAB[c_hash];           
always @ (posedge clk)  if (pipe_flow_r2) rd2 <= rd1;
assign                                    rd3  = pipe_flow_r2 ? rd1 : rd2;
always @ (posedge clk)  if (pipe_flow_r1) rd4 <= rd3;
assign                                    rd5  = pipe_flow_r1 ? rd3 : rd4;
reg         e_hash_BGR_e;
reg  [23:0] e_hash_BGR;
reg         f_hash_match;
reg  [ 1:0] g_type;       
reg  [31:0] g_bytes;
reg  [ 1:0] g_rem_cnt;    
reg  [23:0] g_rem_bytes;
wire [ 2:0] g_merge_cnt   = (g_type<2'd3) ?  ({1'b0,g_type}+{1'b0,g_rem_cnt}) : {1'b1,g_rem_cnt} ;
wire [55:0] g_merge_bytes = (g_rem_cnt==2'd0) ? {24'h0, g_bytes                   } :
                            (g_rem_cnt==2'd1) ? {16'h0, g_bytes, g_rem_bytes[ 7:0]} :
                            (g_rem_cnt==2'd2) ? { 8'h0, g_bytes, g_rem_bytes[15:0]} :
                                                {       g_bytes, g_rem_bytes      } ;
reg         h_tvalid;
reg         h_tlast;
reg  [ 3:0] h_tkeep;
reg  [31:0] h_tdata;
always @ (posedge clk)
    if (pipe_flow) begin
        {a_BGR, b_BGR, c_BGR, d_BGR, e_BGR, f_BGR} <= {i_B,i_G,i_R, a_BGR, b_BGR, c_BGR, d_BGR, e_BGR};
        d_same_as_previous <= c_e && d_e && (c_BGR == d_BGR);
        e_run    <= (d_same_as_previous && (e_run < 6'd62)) ? (e_run + 6'd1) : 6'd0;
        e_run_nz <= (d_same_as_previous && (e_run < 6'd62));
        f_run_m1 <= e_run - 6'd1;
        f_run_nz <= e_run_nz;
        d_dB <= c_BGR[23:16] - d_BGR[23:16] + 8'd2;
        d_dG <= c_BGR[15: 8] - d_BGR[15: 8] + 8'd2;
        d_dR <= c_BGR[ 7: 0] - d_BGR[ 7: 0] + 8'd2;
        e_xB <= d_dB - d_dG + 8'd8;
        e_xG <= d_dG        + 8'd30;
        e_xR <= d_dR - d_dG + 8'd8;
        e_diff   <= (d_dR<8'd4  && d_dG<8'd4  && d_dB<8'd4 ) && e_e;
        e_diff_d <= {d_dR[1:0],    d_dG[1:0],    d_dB[1:0]};
        f_diff   <= e_diff;
        f_diff_d <= e_diff_d;
        f_luma   <= (e_xR<8'd16 && e_xB<8'd16 && e_xG<8'd64) && f_e;
        f_luma_d <= {e_xR[3:0],    e_xB[3:0],    e_xG[5:0]};
        a_hash_5G  <= i_G[5:0] + {i_G[3:0],2'b0};
        a_hash_7B  <= i_B[5:0] + {i_B[4:0],1'b0} + {i_B[3:0],2'b0};
        b_hash_5G7B <= a_hash_5G + a_hash_7B;
        b_hash_3R   <= a_BGR[5:0] + {a_BGR[4:0],1'b0} + 6'd53;
        c_hash <= b_hash_3R + b_hash_5G7B;
        d_hash <= c_hash;
        e_hash <= d_hash;
        f_hash <= e_hash;
        {e_hash_BGR_e, e_hash_BGR} <= rd5;
        f_hash_match <= (e_hash_BGR_e && (e_hash_BGR == e_BGR));
        if (~f_e) begin
            g_type  <= 2'd0;
            g_bytes <= 0;
        end else if (f_run_nz) begin
            g_type  <= e_run_nz ? 2'd0 : 2'd1;             
            g_bytes <= {24'h0, 2'b11, f_run_m1};
        end else if (f_hash_match) begin                   
            g_type  <= 2'd1;
            g_bytes <= {24'h0, 2'b00, f_hash};
        end else if (f_diff) begin                         
            g_type  <= 2'd1;
            g_bytes <= {24'h0, 2'b01, f_diff_d};
        end else if (f_luma) begin                         
            g_type  <= 2'd2;
            g_bytes <= {16'h0, f_luma_d[13:6], 2'b10, f_luma_d[5:0]};
        end else begin                                     
            g_type  <= 2'd3;
            g_bytes <= {f_BGR, 8'hFE};
        end
        if (g_e) begin
            if (g_merge_cnt[2]) begin
                g_rem_cnt   <= g_merge_cnt[1:0];
                g_rem_bytes <= g_merge_bytes[55:32];
                h_tvalid <= 1'b1;
                h_tlast  <= (~f_e) && (g_merge_cnt[1:0]==2'd0);
                h_tkeep  <= 4'b1111;
                h_tdata  <= g_merge_bytes[31:0];
            end else begin
                g_rem_cnt   <= g_merge_cnt[1:0];
                g_rem_bytes <= g_merge_bytes[23:0];
                h_tvalid <= 1'b0;
            end
        end else if (h_e) begin        
            h_tvalid <= (g_rem_cnt > 2'd0) ? 1'b1 : 1'b0;
            h_tlast  <= (g_rem_cnt > 2'd0) ? 1'b1 : 1'b0;
            h_tkeep  <= (g_rem_cnt== 2'd3) ? 4'b0111 : (g_rem_cnt==2'd2) ? 4'b0011 : 4'b0001 ;
            h_tdata  <= {8'h0, g_rem_bytes};
        end else begin
            h_tvalid <= 1'b0;
            h_tlast  <= 1'b0;
        end
    end else if (state == S_INIT) begin
        c_hash <= c_hash + 6'd1;
        g_rem_cnt   <= 2'd2;        
        g_rem_bytes <= 24'h00_03;   
        h_tvalid <= 1'b0;
    end
always @ (posedge clk or negedge rstn)
    if (~rstn) begin
        {o_tvalid, o_tlast, o_tkeep, o_tdata} <= 38'h0;
    end else begin
        if (state==S_HDR && pipe_ready) begin
            o_tvalid <= 1'b1;
            o_tlast  <= 1'b0;
            o_tkeep  <= 4'b1111;
            o_tdata  <= (cnt==7'd0) ? 32'h66_69_6f_71                :   
                        (cnt==7'd1) ? {xpos[7:0], xpos[15:8], 16'd0} :   
                                      {ypos[7:0], ypos[15:8], 16'd0} ;   
        end else if (pipe_flow) begin
            o_tvalid <= h_tvalid;
            o_tlast  <= h_tlast;
            o_tkeep  <= h_tkeep;
            o_tdata  <= h_tdata;
        end else if (o_tready) begin
            o_tvalid <= 1'b0;
            o_tlast  <= 1'b0;
        end
    end
endmodule

===== design/flow/run.sh =====
#!/bin/bash
# OpenROAD 26Q1-2900-gdf79404cd8, Yosys 0.63+post, stock flow scripts
make -C /OpenROAD-flow-scripts/flow DESIGN_CONFIG=/design/flow/config.mk WORK_HOME=/design/flow/orfs finish

===== design/flow/config.mk =====
export PLATFORM = sky130hd
export DESIGN_NAME = qoi_compressor
export DESIGN_NICKNAME = qoi_compressor
export VERILOG_FILES = /design/flow/design.v
export SDC_FILE = /design/flow/constraint.sdc
export NUM_CORES = 4
export LEC_CHECK = 1
export CORE_UTILIZATION = 30

===== design/flow/constraint.sdc =====
current_design qoi_compressor

set clk_period 27.7
set clk_io_pct 0.2

create_clock -name clk0 -period $clk_period [get_ports {clk}]

set non_clock_inputs [all_inputs -no_clocks]
set_input_delay [expr $clk_period * $clk_io_pct] -clock clk0 $non_clock_inputs
set_output_delay [expr $clk_period * $clk_io_pct] -clock clk0 [all_outputs]

==> results.toml <==
# implementation run metrics
[clock_network]
setup_fix_buffers_added_after_clock_tree_synthesis = 0
cts_made_buffers = 212
cts.hold.buffers_added = 0
max_buffers_root_to_sink = 4
cts_tree = "done"
clock.latency.late_pin_ns = 0.88
clock_tree.root_cell = "sky130_fd_sc_hd__clkbuf_16"
cts.sink_count = 2186
cts_resized = 0
level_count_of_the_clock_h_tree = 4
path_clk_slew_ns = 0.06

[yosys]
yosysTopAreaCellShare = 0.711
yosys-stat-cells = 5034
seq_area_frac_synth = 0.746
enable_flop_cells = 2052
post_synth_fa_ha_maj_area_fraction = 0.0181
area_fraction_in_and_or_nand_and_nor_cells_after_synthesis = 0.0387
flop_cell = "sky130_fd_sc_hd__edfxtp_1"
postSynthRegisterBits = 2186
synth.area.mux_share = 0.0896
ys_sh_aoi = 0.0727
yosysUniqueCellTypes = 84
syn-instance-count = 5034
synth_top_cell_by_area = "sky130_fd_sc_hd__edfxtp_1"
area_contributors_post_synth = "sky130_fd_sc_hd__edfxtp_1 71%, sky130_fd_sc_hd__mux4_2 4.0%, sky130_fd_sc_hd__mux2i_1 2.6%"
synthesis.area_sq_um = 86600
yosys_area_sq_um = 86600
postSynth.asyncResetShare = 0.0261
synth-xor-area-share = 0.0125
topCombFamilyByArea = "multiplexers"
postSynthAreaPerCell_sq_um = 17.2
yosysWarnings = 1

[setup_path]
reg2reg_slack_ns = 21.98
critical_path.max_fanout = 5
r2r_depth = 11
worstSetupEndpointType = "primary output"
critical_setup_path_class = "in2out"
reg2reg_to = "rd1[20]"
source_of_the_critical_timing_path = "o_tready"
crit-reg2reg-launch = "c_hash[1]"
timing.critical_path.required_ns = 22.16
setup.worst_path.start_class = "input port"
cp-endpoint = "i_tready"
critPathArrivalTime_ns = 7.01

[route]
dr.first_iter.drc_count = 3381
remaining_drc_errors = 0
vias_per_cell = 5.15
detail_route.first_pass.iterations = 5
detail_route.wl_per_cell_microns = 26.4
detail_route.wirelength_microns = 244000
detail-route-antenna-nets = 0
routed-via-count = 47600

[global_route]
grt_use_total = 0.177
grt_first_pass_wirelength_microns = 348000
first_global_vias = 49500
grt_max_degree = 106
gr-total-overflow = 0
grt_antenna_before_repair = 18

[power_and_ir_drop]
sw_frac_of_total = 0.359
comb_power_share = 0.339
p_sw_w = 0.00402
clock_network_fraction_of_total_power = 0.250
internal_power_w = 0.00719
total_leakage_power_nw = 32.6
p_per_area_nw_per_um2 = 113
seq_power_share = 0.411
irDropWorstVdd_v = 0.0000657

[final_timing]
fmaxAchievable_mhz = 79.7
layout_min_cycle_time_ns = 12.55
grt_setup_unrepaired = "false"
setup_violations = 0
period_used_share = 0.453
final_hold_viol_count = 0
setup_total_negative_slack_ns = 0
slew-limit-headroom = 0.280
worst-slew-pin-transition_ns = 1.07
maxSlewViolCount = 0
worst_clock_skew_ns = 0.0937

[die]
initial_utilization = 0.303
die_width_microns = 539
design.core.area_sq_um = 286000
row_count = 196
chipArea_sq_um = 291000
total_i_o_pin_count = 102
fp.dieH_microns = 539

[worst_hold_path]
min_path_type = "reg2reg"
hold_path_depth = 0

[placed_design]
detailed_place_hpwl_microns = 149000
port_buffers = 101
place.gp.congestion = 0.970

[run_status]
run_status = "finished, final reports clean"

[layout]
layout.core_utilization = 0.348
drive_gt1_frac = 0.176
nFillCells = 26300
area.growth.synth_to_final_pct = 14.9

[job]
warning_count = 36
max_cap_violations = 0
==> worst max-delay path, stage by stage <==
cell and delay [ns]:
sky130_fd_sc_hd__clkdlybuf4s50_1 0.44, sky130_fd_sc_hd__nor2b_1 0.50, sky130_fd_sc_hd__nor2_1 0.09, sky130_fd_sc_hd__clkdlybuf4s50_1 0.43
==> registers in the layout, indices dropped and copies added (netlist names), 9 cells and up <==
name / flops
HASH_TAB: 1600
a_BGR: 21
b_BGR: 24
c_BGR: 24
d_BGR: 24
e_BGR: 24
e_hash_BGR: 24
f_BGR: 24
f_luma_d: 13
g_bytes: 32
g_rem_bytes: 24
h_tdata: 32
o_tdata: 32
pipe_shift: 9
rd1: 25
rd2: 25
rd4: 25
width: 16
xpos: 16
ypos: 16
==> cell families (layout without fill, tap and decap cells) <==
| group | count (synthesis) | in the layout |
|---|---|---|
| muxes | 554 | 554 |
| DFF | 2186 | 2186 |
| adders and majority gates | 117 | 117 |
| AOI/OAI and AO/OA | 924 | 924 |
| buffers and inverters | 402 | 823 |
| other | 0 | 21 |
| xor gates and xnor gates | 124 | 124 |
| and+or+nand+nor | 727 | 727 |
==> synthesized netlist by cell type (19+ instances only) <==
master	instances
sky130_fd_sc_hd__a21o_1	24
sky130_fd_sc_hd__inv_1	103
sky130_fd_sc_hd__buf_1	24
sky130_fd_sc_hd__a22oi_1	114
sky130_fd_sc_hd__mux2i_1	221
sky130_fd_sc_hd__mux4_2	153
sky130_fd_sc_hd__nand2_1	260
sky130_fd_sc_hd__buf_2	89
sky130_fd_sc_hd__and2_1	24
sky130_fd_sc_hd__a22o_1	22
sky130_fd_sc_hd__nor2_1	220
sky130_fd_sc_hd__a31oi_1	27
sky130_fd_sc_hd__clkbuf_1	121
sky130_fd_sc_hd__nor3_1	32
sky130_fd_sc_hd__ha_1	103
sky130_fd_sc_hd__nand3_1	37
sky130_fd_sc_hd__edfxtp_1	2052
sky130_fd_sc_hd__mux2_2	167
sky130_fd_sc_hd__dfxtp_1	77
sky130_fd_sc_hd__nor4_1	24
sky130_fd_sc_hd__a211oi_1	25
sky130_fd_sc_hd__buf_6	22
sky130_fd_sc_hd__o21ai_0	179
sky130_fd_sc_hd__a21oi_1	181
sky130_fd_sc_hd__nand4_1	19
sky130_fd_sc_hd__dfrtp_1	57
sky130_fd_sc_hd__buf_4	38
sky130_fd_sc_hd__o22ai_1	75
sky130_fd_sc_hd__xnor2_1	80
sky130_fd_sc_hd__nand2b_1	25
sky130_fd_sc_hd__xor2_1	44
sky130_fd_sc_hd__a221oi_1	154
==> how the worst min path moves through the flow <==
| stage | startpoint | endpoint | slack [ns] |
|---|---|---|---|
| final | e_hash[1] | f_hash[1] | 0.40 |
| after global routing | e_hash[1] | f_hash[1] | 0.41 |
| after CTS | e_hash[1] | f_hash[1] | 0.39 |
==> power groups by stage <==
stage,combinational (W),sequential (W),clock [W]
CTS,0.00375,0.00462,0.00285
finish,0.00380,0.00461,0.00280
global route,0.00403,0.00466,0.00297
==> stage by stage <==
step	hold WS, ns	setup slack [ns]	std cells	instance area, sq um	total power (W)
2_1_floorplan	0.329	10.93	5034	86600	0.00689
3_3_place_gp	0.404	15.16	8836	92800	0.00838
3_5_place_dp	0.405	15.15	8836	92800	0.00842
4_1_cts	0.392	15.14	9217	99500	0.0112
5_1_grt	0.406	15.06	9228	99500	0.0117
6_report	0.402	15.15	9238	99500	0.0112
==> cells in the final DEF, fill, tap and decap left out, drive strengths merged, types with 37 or more instances in the layout <==
cell,Yosys,routed
edfxtp,2052,2052
dfrtp,57,57
mux4,158,158
mux2i,221,221
clkinv,2,97
clkdlybuf4s50,0,100
nand3,37,37
nor2,223,223
clkbuf,121,251
buf,176,237
a21oi,181,181
inv,103,108
nand2,260,260
a22oi,114,114
o21ai,185,185
o22ai,75,75
xor2,44,44
mux2,175,175
xnor2,80,80
ha,103,103
a221oi,161,161
dfxtp,77,77
==> layout make-up <==
class / instances / area (sq um) / share of cell area
Timing Repair Buffer: 337 / 2790 / 0.0280
Multi-Input combinational cell: 2446 / 20300 / 0.204
Clock inverter: 130 / 1100 / 0.0111
Antenna cell: 21 / 52.6 / 0.000528
Clock buffer: 251 / 5520 / 0.0555
Sequential cell: 2186 / 64600 / 0.649
Tap cell: 3762 / 4710 / 0.0473
Inverter: 105 / 405 / 0.00407
==> metal layers <==
layer	routed length, microns	global-route usage	share of wire
met5	1160	0.0350	0.0048
met4	10400	0.0611	0.043
met3	41100	0.136	0.17
met2	108000	0.255	0.44
met1	82600	0.198	0.34
No activity file was given, so power comes from the tool's default toggle rates.
