### /design/flow/run.sh
#!/bin/bash
# OpenROAD 26Q1-2900-gdf79404cd8, Yosys 0.63+post, stock flow scripts
make -C /OpenROAD-flow-scripts/flow DESIGN_CONFIG=/design/flow/config.mk WORK_HOME=/design/flow/orfs finish
### /design/flow/config.mk
export PLATFORM = sky130hd
export DESIGN_NAME = qoi_decompressor
export DESIGN_NICKNAME = qoi_decompressor
export VERILOG_FILES = /design/flow/design.v
export SDC_FILE = /design/flow/constraint.sdc
export NUM_CORES = 4
export LEC_CHECK = 1
export CORE_UTILIZATION = 50
### /design/flow/constraint.sdc
current_design qoi_decompressor

set clk_period 41.3
set clk_io_pct 0.2

create_clock -name clk0 -period $clk_period [get_ports {clk}]

set non_clock_inputs [all_inputs -no_clocks]
set_input_delay [expr $clk_period * $clk_io_pct] -clock clk0 $non_clock_inputs
set_output_delay [expr $clk_period * $clk_io_pct] -clock clk0 [all_outputs]
### /design/flow/design.v
module qoi_decompressor (
    input  wire        rstn,
    input  wire        clk,
    output wire        i_tready,
    input  wire        i_tvalid,
    input  wire        i_tlast,
    input  wire [31:0] i_tdata,      
    input  wire        o_tready,
    output reg         o_tvalid,
    output reg         o_tlast,
    output reg  [ 7:0] o_R, o_G, o_B,
    output wire [31:0] o_width, o_height
);
localparam [2:0] S_INIT   = 3'd0,
                 S_IDLE   = 3'd1,
                 S_WIDTH  = 3'd2,
                 S_HEIGHT = 3'd3,
                 S_2BYTE  = 3'd4,
                 S_WORK   = 3'd5,
                 S_RUN    = 3'd6;
reg  [ 2:0] state    = S_INIT;
reg         finished = 1'b0;  
reg  [ 6:0] cnt      = 7'd0;
reg  [ 5:0] run;
reg  [31:0] width, height;
assign {o_width, o_height} = {width, height};
reg  [ 1:0] rem_cnt;          
reg  [23:0] rem_bytes;        
reg         code_en = 1'b0;
reg  [31:0] code;
wire [55:0] m_bytes = (rem_cnt == 2'd0) ? {24'h0, i_tdata                 } :
                      (rem_cnt == 2'd1) ? {16'h0, i_tdata, rem_bytes[ 7:0]} :
                      (rem_cnt == 2'd2) ? { 8'h0, i_tdata, rem_bytes[15:0]} :
                                          {       i_tdata, rem_bytes      } ;
reg  [ 2:0] consume_cnt;    
always @(*) begin
    if      (m_bytes[7:6] == 2'b00) consume_cnt = 3'd1;   
    else if (m_bytes[7:6] == 2'b01) consume_cnt = 3'd1;   
    else if (m_bytes[7:6] == 2'b10) consume_cnt = 3'd2;   
    else if (m_bytes[5:0] <  6'h3E) consume_cnt = 3'd1;   
    else                            consume_cnt = 3'd4;   
end
wire [23:0] new_rem_bytes = (consume_cnt==3'd1) ? m_bytes[31: 8] :
                            (consume_cnt==3'd2) ? m_bytes[39:16] :
                                                  m_bytes[55:32] ;
wire is_run = (m_bytes[7:6] == 2'b11 && m_bytes[5:0] < 6'h3E);
wire enough = ({1'b0,rem_cnt} >= consume_cnt);   
always @ (posedge clk or negedge rstn)
    if (~rstn) begin
        state     <= S_INIT;
        finished  <= 1'b0;
        cnt       <= 7'd0;
        width     <= 0;
        height    <= 0;
        run       <= 6'd0;
        rem_cnt   <= 2'd0;
        rem_bytes <= 24'h0;
        code_en   <= 1'b0;
        code      <= 0;
    end else begin
        if (~o_tvalid | o_tready)
            code_en <= 1'b0;
        case (state)
            S_INIT : begin     
                if (cnt < 7'd72) begin
                    cnt <= cnt + 7'd1;
                end else begin
                    cnt <= 7'd0;
                    state <= S_IDLE;
                end
                code[5:0] <= cnt[5:0] + 6'd1;   
            end
            S_IDLE :
                if (i_tvalid && i_tdata==32'h66_69_6f_71)   
                    state <= i_tlast ? S_IDLE : S_WIDTH;
            S_WIDTH : begin
                if (i_tvalid)
                    state <= i_tlast ? S_IDLE : S_HEIGHT;
                width  <= {i_tdata[7:0], i_tdata[15:8], i_tdata[23:16], i_tdata[31:24]};
            end
            S_HEIGHT : begin
                if (i_tvalid)
                    state <= i_tlast ? S_IDLE : S_2BYTE;
                height <= {i_tdata[7:0], i_tdata[15:8], i_tdata[23:16], i_tdata[31:24]};
            end
            S_2BYTE : begin
                if (i_tvalid)
                    state <= i_tlast ? S_IDLE : S_WORK;
                rem_cnt   <= 2'd2;
                rem_bytes <= {8'h0, i_tdata[31:16]};
                finished  <= 1'b0;
            end
            S_WORK :
                if (enough) begin                
                    if  (~code_en | ~o_tvalid | o_tready) begin
                        if (is_run) begin
                            run <= m_bytes[5:0];
                            if (m_bytes[5:0]>6'd0) state <= S_RUN;
                        end
                        rem_cnt   <= rem_cnt - consume_cnt[1:0];
                        rem_bytes <= new_rem_bytes;
                        code_en   <= 1'b1;
                        code      <= m_bytes[31:0];
                    end
                end else if (~finished) begin    
                    if  (~code_en | ~o_tvalid | o_tready) begin
                        if (i_tvalid) begin
                            finished <= i_tlast;
                            if (is_run) begin
                                run <= m_bytes[5:0];
                                if (m_bytes[5:0]>6'd0) state <= S_RUN;
                            end
                            rem_cnt   <= rem_cnt - consume_cnt[1:0];
                            rem_bytes <= new_rem_bytes;
                            code_en   <= 1'b1;
                            code      <= m_bytes[31:0];
                        end
                    end
                end else begin
                    if (~code_en & ~o_tvalid)
                        state <= S_INIT;
                end
            default    :
                if (~code_en | ~o_tvalid | o_tready) begin
                    code_en   <= 1'b1;
                    if (run > 6'd1) run <= run - 6'd1;
                    else            state <= S_WORK;
                end
        endcase
    end
assign i_tready = (state == S_IDLE  ) ? 1'b1 :
                  (state == S_WIDTH ) ? 1'b1 :
                  (state == S_HEIGHT) ? 1'b1 :
                  (state == S_2BYTE ) ? 1'b1 :
                  (state == S_WORK  ) ? (~enough & ~finished & (~code_en | ~o_tvalid | o_tready)) :
                                        1'b0;
reg  [23:0] HASH_TAB [63:0];
wire [ 7:0] dR = o_R + code[5:4] - 8'd2;
wire [ 7:0] dG = o_G + code[3:2] - 8'd2;
wire [ 7:0] dB = o_B + code[1:0] - 8'd2;
wire [ 7:0] xG = o_G + code[5:0]               - 8'd32;
wire [ 7:0] xR = o_R + code[5:0] + code[15:12] - 8'd40;
wire [ 7:0] xB = o_B + code[5:0] + code[11: 8] - 8'd40;
wire [ 7:0] R, G, B;
assign {R, G, B} = (code[7] == 1'b0) ? {dR, dG, dB}  :
                   (code[6] == 1'b0) ? {xR, xG, xB}  :
                   (code[5:0]<6'h3E) ? {o_R,o_G,o_B} :
                                       {code[15:8], code[23:16], code[31:24]} ;
wire [ 5:0] hash = 6'd53 +
                   R[5:0] + {R[4:0],1'b0} +                  
                   G[5:0] + {G[3:0],2'b0} +                  
                   B[5:0] + {B[4:0],1'b0} + {B[3:0],2'b0};   
reg  [31:0] xpos, ypos;
always @ (posedge clk)
    if (state == S_INIT) begin
        HASH_TAB[code[5:0]] <= 24'h0;
        {o_R, o_G, o_B} <= 24'h0;
        xpos <= 1;
        ypos <= 1;
        o_tvalid <= 1'b0;
        o_tlast  <= 1'b0;
    end else if (~o_tvalid | o_tready) begin
        o_tvalid <= code_en && (ypos <= height);
        if (code_en) begin
            o_tlast <= (ypos == height) && (xpos == width);
            if (xpos < width) begin
                xpos <= xpos + 1;
            end else begin
                xpos <= 1;
                ypos <= (ypos<=height) ? (ypos+1) : ypos;
            end
            if (code[7:6] == 2'd0) begin
                {o_R, o_G, o_B} <= HASH_TAB[code[5:0]];
            end else begin
                {o_R, o_G, o_B} <= {R, G, B};
                HASH_TAB[hash]  <= {R, G, B};
            end
        end
    end
endmodule
==> results.sh <==
# yosys + openroad results
export IMPL_place_congestion=0.920
export IMPL_met2_length_mm=92.5
export IMPL_first_pass_iters=5
export IMPL_cp_start_kind="primary input"
export IMPL_top_cell="edfxtp_1"
export IMPL_met3WireLength_mm=27.6
export IMPL_synth_cells=4186
export IMPL_via_per_inst=6.03
export IMPL_yosysWarnings=1
export IMPL_cts_tree="built"
export IMPL_p_leak_nw=23.9
export IMPL_die_area_um2=151000
export IMPL_finalMaxSlewViolations=0
export IMPL_synthArstFlopShare_pct=7.93
export IMPL_root_buffer="clkbuf_16"
export IMPL_final_period_utilization_pct=49.3
export IMPL_ys_cells=4186
export IMPL_synthTopCellsByArea="edfxtp_1, mux4_2, dfrtp_1, ha_1, dfxtp_1"
export IMPL_rsz0062_at_grt="no"
export IMPL_ir_worst_vdd_mv=0.0345
export IMPL_pin_count=128
export IMPL_gr_total_overflow=0
export IMPL_skew_ns=0.0394
export IMPL_grt_usage_pct=29.5
export IMPL_yosysTopAreaCell="edfxtp_1"
export IMPL_ant_nets=0
export IMPL_nFillCells=10998
export IMPL_drc=0
export IMPL_drv_cap=0
export IMPL_seq_area_frac_synth_pct=68.7
export IMPL_die_width_um=389
export IMPL_top_layer_used="met5"
export IMPL_holdBufCountCts=0
export IMPL_synthToLayoutAreaGrowth_pct=14.2
export IMPL_crit_required_ns=33.04
export IMPL_routed_wl_mm=194
export IMPL_wl_per_cell_um=29.7
export IMPL_yosys_area_top_type_share_pct=61.6
export IMPL_grt_max_degree=94
export IMPL_netlist_area_um2=74900
export IMPL_warnings=30
export IMPL_hold_violations=0
export IMPL_power_density_nw_per_um2=41.3
export IMPL_avgSynthCellArea_um2=17.9
export IMPL_worst_ep_arrival_time_ns=12.11
export IMPL_initialDrtViolationCount=2276
export IMPL_synthTopCellsByCount="edfxtp_1, mux4_2, nor2_1"
export IMPL_ys_chip_area_um2=74900
export IMPL_cts_resized=0
export IMPL_grt_pass1_vias=41453
export IMPL_min_period_ns=20.37
export IMPL_regArea_um2=51400
export IMPL_final_area_um2=85500
export IMPL_min_path_type="register to register"
export IMPL_setup_viol=0
export IMPL_hpwl_mm=117
export IMPL_synth_edff_count=1536
export IMPL_htreeDepth=4
export IMPL_core_area_um2=148000
export IMPL_grt_pass1_wl_mm=285
export IMPL_combGateArea_um2=22600
export IMPL_finalSetupTns_ns=0
export IMPL_io_buffers=127
export IMPL_fp_util_pct=50.5
export IMPL_clock_latency_late_pin_ns=0.81
export IMPL_yosys_most_used_dff="edfxtp_1"
export IMPL_synthDistinctLibCells=80
export IMPL_status="finished, final reports clean"
export IMPL_num_rows=141
export IMPL_drive_gt1_share_pct=24.2
export IMPL_slew_limit_headroom_pct=39.7
export IMPL_drt_met1_wl_mm=68.0
export IMPL_vias=39431
export IMPL_endpoint_kind="output pin"
export IMPL_critPathMaxFanout=9
export IMPL_critPathKind="primary input to output pin"
export IMPL_place_area_um2=79700
export IMPL_antenna_found_initial=10
export IMPL_fmax_ghz=0.0491
export IMPL_numCtsBuffers=184
export IMPL_die_height_um=389
export IMPL_cts_sinks=1766
export IMPL_synth_flops=1766
export IMPL_worst_pin_slew_ns=0.904
export IMPL_path_clk_slew_ns=0.06
export IMPL_cts_setup_buffers=0
export IMPL_cts_max_path_buffers=3
## cells by family (layout without fill, tap and decap cells)
group           Yosys count  after routing  share of synthesized area, %
mux                     624            624                          16.9
simple gates            670            670                          4.10
other cells               0              1                             0
compound gates          474            474                          4.01
xor+xnor                 92             92                          1.12
flops                  1766           1766                          68.7
fa+ha+maj               176            176                          3.21
buf+inv                 384            801                          2.04
## per-layer routing
| metal | global-route usage (%) | up-vias |
|---|---|---|
| met4 | 7.21 | 6 |
| met2 | 42.5 | 2110 |
| met1 | 42.7 | 19746 |
| li1 | - | 17267 |
| met5 | 0.128 | - |
| met3 | 17.1 | 302 |
## worst max-delay path, stage by stage
cell	delay (ns)
clkdlybuf4s50_1	0.63
nand2_1	0.12
nor4_1	0.39
nor2_1	0.21
o21ai_1	0.54
inv_1	0.18
ha_1	0.32
nand2b_1	0.15
a21o_1	0.19
nand2_1	0.16
nand3_1	0.11
a21o_1	0.19
a21oi_1	0.16
clkdlybuf4s50_1	0.49
## report_power, final
| group | internal [W] | leakage (nW) | switching (W) | total (W) |
|---|---|---|---|---|
| Clock | 0.000910 | 2.81 | 0.000682 | 0.00159 |
| Sequential | 0.00191 | 13.1 | 0.00000166 | 0.00192 |
| Combinational | 0.0000103 | 8.04 | 0.0000152 | 0.0000256 |
| Total | 0.00283 | 23.9 | 0.000699 | 0.00353 |
## metrics by stage
stage               cells  worst slack [ns]  hold slack [ns]  total power [W]  utilization, %
global route         6533             20.69            0.499          0.00364            57.7
detailed placement   6200             21.01            0.470          0.00198            53.8
floorplan            4186             22.77            0.431          0.00196               -
global placement     6200             21.03            0.457          0.00198            53.8
finish               6534             20.93            0.481          0.00353            57.7
CTS                  6533             20.99            0.484          0.00357            57.7
## flip-flops by register name, summed over array words and instances, names as in the netlist, 2 cells and up
| signal | count |
|---|---|
| o_G | 8 |
| rem_bytes | 24 |
| width | 32 |
| rem_cnt | 2 |
| ypos | 32 |
| code | 32 |
| HASH_TAB | 1536 |
| cnt | 7 |
| o_R | 8 |
| o_B | 8 |
| run | 6 |
| state | 3 |
| height | 32 |
| xpos | 32 |
## layout make-up
type                            count  share of cell area (%)
Clock buffer                      238                    5.68
Clock inverter                     95                    1.13
Sequential cell                  1766                    60.1
Timing Repair Buffer              296                    3.01
Antenna cell                        1                 0.00293
Multi-Input combinational cell   2036                    26.4
Tap cell                         1930                    2.82
Inverter                          172                   0.764
## layout by cell type (no fill, tap or decap), types with 14 or more instances in the layout
| cell | count |
|---|---|
| edfxtp_1 | 1536 |
| mux4_2 | 504 |
| nand2_1 | 200 |
| clkbuf_16 | 186 |
| inv_1 | 170 |
| buf_4 | 166 |
| o21ai_0 | 151 |
| ha_1 | 149 |
| nor2_1 | 147 |
| dfrtp_1 | 134 |
| a21oi_1 | 133 |
| clkdlybuf4s50_1 | 126 |
| dfxtp_1 | 90 |
| nor2_4 | 85 |
| mux2_2 | 61 |
| nand3_1 | 60 |
| mux2i_1 | 59 |
| clkbuf_1 | 51 |
| xor2_1 | 45 |
| xnor2_1 | 45 |
| clkinv_1 | 38 |
| a21o_1 | 35 |
| o211ai_1 | 35 |
| fa_1 | 27 |
| nor3_1 | 23 |
| and3_1 | 22 |
| nand4_1 | 22 |
| clkinv_2 | 22 |
| nor2b_1 | 17 |
| nand2b_1 | 14 |
| or3_1 | 14 |
## final timing paths
check / from / end / slack, ns / cells past startpoint
worst max-delay path: i_tdata[5] / i_tready / 20.93 / 14
worst min-delay path: rem_bytes[10] / rem_bytes[10] / 0.48 / 2
worst max register to register: code[1] / HASH_TAB[52][11] / 31.20 / 26
worst min register to register: rem_bytes[10] / rem_bytes[10] / 0.48 / 2
max in group asynchronous: rstn / code[1] / 32.11 / 3
min in group asynchronous: rstn / height[29] / 7.39 / 1
No activity file was given, so power comes from the tool's default toggle rates.
